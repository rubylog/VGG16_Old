[flow/config.mk]
export PLATFORM = sky130hd
export DESIGN_NAME = Activation_regfile_x9
export DESIGN_NICKNAME = Activation_regfile_x9
export VERILOG_FILES = /design/flow/design.v
export SDC_FILE = /design/flow/constraint.sdc
export NUM_CORES = 4
export LEC_CHECK = 1
export CORE_UTILIZATION = 30
[flow/constraint.sdc]
current_design Activation_regfile_x9

set clk_period 1.0
set clk_io_pct 0.2

create_clock -name clk0 -period $clk_period [get_ports {clk}]

set non_clock_inputs [all_inputs -no_clocks]
set_input_delay [expr $clk_period * $clk_io_pct] -clock clk0 $non_clock_inputs
set_output_delay [expr $clk_period * $clk_io_pct] -clock clk0 [all_outputs]
[flow/design.v]
module Activation_regfile_x9#(
    parameter DATA_WIDTH = 16
)(
    input clk,
    input rst_n,
    input act_load,
    input [DATA_WIDTH-1:0] data_first_row,
    input [DATA_WIDTH-1:0] data_second_row,
    input [DATA_WIDTH-1:0] data_third_row,
    output [DATA_WIDTH*9-1:0] sliding_patch_wire
);
    reg [DATA_WIDTH-1:0] sliding_patch [8:0];
    genvar i;
    generate
        for(i = 0; i < 9; i = i + 1) begin
            assign sliding_patch_wire[DATA_WIDTH*9 - DATA_WIDTH*i -: DATA_WIDTH] = sliding_patch[i];
        end
    endgenerate
    always @(posedge clk, negedge rst_n) begin
        if(!rst_n) sliding_patch[2] <= {(DATA_WIDTH){16'b0}};
        else if(act_load) sliding_patch[2] <= data_first_row;
        else sliding_patch[2] <= sliding_patch[2];
    end
    always @(posedge clk, negedge rst_n) begin
        if(!rst_n) sliding_patch[5] <= {(DATA_WIDTH){16'b0}};
        else if(act_load) sliding_patch[5] <= data_second_row;
        else sliding_patch[5] <= sliding_patch[5];
    end
    always @(posedge clk, negedge rst_n) begin
        if(!rst_n) sliding_patch[8] <= {(DATA_WIDTH){16'b0}};
        else if(act_load) sliding_patch[8] <= data_third_row;
        else sliding_patch[8] <= sliding_patch[8];
    end
    always @(posedge clk, negedge rst_n) begin
        if(!rst_n) sliding_patch[1] <= {(DATA_WIDTH){16'b0}};
        else if(act_load) sliding_patch[1] <= sliding_patch[2];
        else sliding_patch[1] <= sliding_patch[1];
    end
    always @(posedge clk, negedge rst_n) begin
        if(!rst_n) sliding_patch[4] <= {(DATA_WIDTH){16'b0}};
        else if(act_load) sliding_patch[4] <= sliding_patch[5];
        else sliding_patch[4] <= sliding_patch[4];
    end
    always @(posedge clk, negedge rst_n) begin
        if(!rst_n) sliding_patch[7] <= {(DATA_WIDTH){16'b0}};
        else if(act_load) sliding_patch[7] <= sliding_patch[8];
        else sliding_patch[7] <= sliding_patch[7];
    end
    always @(posedge clk, negedge rst_n) begin
        if(!rst_n) sliding_patch[0] <= {(DATA_WIDTH){16'b0}};
        else if(act_load) sliding_patch[0] <= sliding_patch[1];
        else sliding_patch[0] <= sliding_patch[0];
    end
    always @(posedge clk, negedge rst_n) begin
        if(!rst_n) sliding_patch[3] <= {(DATA_WIDTH){16'b0}};
        else if(act_load) sliding_patch[3] <= sliding_patch[4];
        else sliding_patch[3] <= sliding_patch[3];
    end
    always @(posedge clk, negedge rst_n) begin
        if(!rst_n) sliding_patch[6] <= {(DATA_WIDTH){16'b0}};
        else if(act_load) sliding_patch[6] <= sliding_patch[7];
        else sliding_patch[6] <= sliding_patch[6];
    end
endmodule
[flow/run.sh]
#!/bin/bash
# OpenROAD 26Q1-2900-gdf79404cd8, Yosys 0.63+post, stock flow scripts
make -C /OpenROAD-flow-scripts/flow DESIGN_CONFIG=/design/flow/config.mk WORK_HOME=/design/flow/orfs finish
==> changes_impl.md <==
### Changed

* CTS Buf Count at 17
* Initial core utilization at 30.9%
* Clock latency (worst-skew pair) at 0.41 ns
* Max stage delay on crit path at 0.41 ns
* Cell breakdown of the critical path: buf_2
* CP delay by family, top: flip-flops
* WL/cell at about 15 um
* R2R Path End: sliding_patch[0][12]$_DFFE_PN0P_
* Power Dens Cells at roughly 1900 nW/um^2
* Final Power at between 15 and 20 mW
* RSZ-0062 raised after global routing: yes
* Yosys warning tally at 5
* CTS root buffer: clkbuf_16
* Seq/Total Area, Yosys at a little under two thirds
* AO/OA Area Share at 0%
* Core area at 18100 sq um
* Worst VDD drop at between 1 and 1.5 mV
* Total number of vias at about 3.7k
* Max Clock Skew at 0.00940 ns
* Final hold slack at about 0.21 ns
* Comb area leader: multiplexers
* CP max-delay cell: dfrtp_1
* DP Worst Slack at -0.131 ns
* Crit path max fanout at 3
* Final min period at 1.16 ns
* Outcome: complete, but fails checks
* Synthesized area at 5600 sq um
* Worst EP required at ~0.80 ns
* Mapped Cells at approximately 300
* Rows at around 49
* CP Capture Type: output port
* First-pass GRT wire length at 20900 um
* DR vias/cell at approximately 4.2
* Tally of buffers added on design ports at between 150 and 200
* Fin crit share at 116%
* Buffers & Inverters on Critical Path at 1
* H-tree depth at 4
* Global placement routability congestion at around 0.80
* Tool warnings at 28
* Post-synth regs at roughly 140
* Total GRT Usage at 14.1%
* Post-DRT Antenna Nets at 0
* DIE HEIGHT at 139 um
* Max-slew violation count at 0
* CTS sink count at between 100 and 150
* Die W at approximately 140 um
* YS chip area at 5600 sq um
* Setup Viol. Count Final at between 100 and 150
* Leakage at roughly 4.4 nW
* Simple-Gate Fraction of Synth Area at 0%
* Path type of the worst min-delay path: primary input to async pin
* Layout area overhead at 59.3%
* Top-area cell share at a little under two thirds
* Share of layout cells above drive strength 1 at a little under three quarters
* Clk buf depth at 2
* Overflow after GRT at 0
* Adder Share, Synth at 0%
* Worst-path clk slew at 0.06 ns
* Vias in the first global route at ~4k
* Unique cell type count in the Yosys netlist at 7
* F_max at 0.860 GHz
* Worst endpoint data arrival time at between 0.9 and 1 ns
* Top cells by area: dfrtp_1 64%, mux2_4 19%, mux2_2 15%
* Max reg flops at roughly 140
* Post-DP HPWL at ~9000 um
* Fillers at roughly 1.5k
* Reg2reg path depth at 3
* Final Hold Vio Count at 0
* Pre-antenna DRT Iters at 20
* Final wirelength at ~13000 um
* Max-cap viol count at 0
* I/O Pins at 195
* Most flop-heavy register: sliding_patch
* Setup ws final at -0.162 ns
* Kind of critical path: flip-flop to output port
* DRT iter0 DRCs at roughly 100
* Die ar. at 19200 sq um
* Largest net degree at the start of global routing at 38
* Regs by FF count: sliding_patch: 143 flops
* Initial antenna violation count at 0
* Cell taking the most area after synthesis: dfrtp_1
* Yosys xor share at 0%
* Worst reg-to-reg setup slack at 0 ns
* ANT cells at 0
* Syn_area_per_cell at 18.4 sq um
* Failing checks: setup timing
* DRC viols at 0
* Critical Path Start Type: flip-flop
* R2R Path Start: sliding_patch[0][12]$_DFFE_PN0P_
* CTS tree: yes
* Mux area share at between 30% and 40%
* Ys cells at 304
## cells by family (layout without fill, tap and decap cells)
family	Yosys count	in the layout
buffers and inverters	17	382
muxes	143	143
DFF	143	143
other	1	1
## layer usage
metal	routed length, um	GRT usage [%]	vias to the layer above
li1	-	-	1773
met1	5320	19.2	1859
met2	6560	23.2	101
met3	886	4.29	11
met4	269	2.69	0
met5	0	0	-
## cell usage in the layout (no fill, tap or decap), drive strengths merged
cell type / instances
buf: 301
clkbuf: 17
clkdlybuf4s50: 48
clkinv: 2
clkinvlp: 5
conb: 1
dfrtp: 143
dlygate4sd3: 1
inv: 8
mux2: 143
## metrics by stage
stage | area, sq um | utilization, % | setup TNS, ns | std cells
floorplan | 5670 | - | -0.315 | 304
global placement | 8520 | 46.9 | -11.77 | 813
detailed placement | 8520 | 46.9 | -13.02 | 813
CTS | 8800 | 48.5 | -18.34 | 900
global route | 8920 | 49.2 | -22.21 | 898
finish | 8920 | 49.2 | -15.19 | 898
## cell type report
| cell class | count | area (sq um) | share of cell area (%) |
|---|---|---|---|
| Tap cell | 229 | 287 | 3.21 |
| Clock inverter | 15 | 125 | 1.40 |
| Multi-Input combinational cell | 144 | 1910 | 21.5 |
| Timing Repair Buffer | 350 | 2590 | 29.0 |
| Sequential cell | 143 | 3580 | 40.1 |
| Clock buffer | 17 | 425 | 4.77 |
## timing repair
action                                 in CTS  in global routing
hold buffers                                1                  0
cloned                                      0                  0
endpoints found under the hold margin     143                  0
setup endpoints to repair                 143                187
gates resized                             460                 38
setup buffers                              54                 21
## worst max-delay path by stage
stage	start	end	slack, ns	depth (start not counted)
finish	sliding_patch[7][3]$_DFFE_PN0P_	sliding_patch_wire[20]	-0.16	1
global route	sliding_patch[2][12]$_DFFE_PN0P_	sliding_patch_wire[109]	-0.20	1
CTS	sliding_patch[7][3]$_DFFE_PN0P_	sliding_patch_wire[20]	-0.19	1
## cells in the mapped netlist
cell type,count
dfrtp_1,143
buf_4,1
mux2_4,70
buf_6,9
mux2_2,73
conb_1,1
buf_2,7
## report_power, final
part,leakage (nW),internal (mW),switching [mW],total (mW)
registers,1.68,6.65,0.466,7.12
logic,2.50,2.81,1.03,3.84
clock network,0.259,3.24,2.60,5.84
Power and IR drop assume default switching activity.
